$ cat ./config.mk
export PLATFORM = sky130hd
export DESIGN_NAME = basic_ip_core
export DESIGN_NICKNAME = basic_ip_core
export VERILOG_FILES = /design/flow/design.v
export SDC_FILE = /design/flow/constraint.sdc
export NUM_CORES = 4
export LEC_CHECK = 1
export CORE_UTILIZATION = 50
$ cat ./constraint.sdc
current_design basic_ip_core

set clk_period 5.3
set clk_io_pct 0.2

create_clock -name clk0 -period $clk_period [get_ports {pclk}]

set non_clock_inputs [all_inputs -no_clocks]
set_input_delay [expr $clk_period * $clk_io_pct] -clock clk0 $non_clock_inputs
set_output_delay [expr $clk_period * $clk_io_pct] -clock clk0 [all_outputs]
$ cat ./design.v
module basic_ip_core (
    input  wire        pclk,
    input  wire        preset_n,
    input  wire        psel,
    input  wire        penable,
    input  wire        pwrite,
    input  wire [7:0]  paddr,
    input  wire [7:0]  pwdata,
    output reg         pready,
    output reg         pslverr,
    output reg  [7:0]  prdata,
    output reg [7:0]   A, B, C, D, E, F, G, H
);
    reg [7:0] psel_reg;
    reg [5:0] count;
    always @(*) begin
        case (paddr)
            8'h00: psel_reg = 8'b0000_0001;
            8'h01: psel_reg = 8'b0000_0010;
            8'h02: psel_reg = 8'b0000_0100;
            8'h03: psel_reg = 8'b0000_1000;
            8'h04: psel_reg = 8'b0001_0000;
            8'h05: psel_reg = 8'b0010_0000;
            8'h06: psel_reg = 8'b0100_0000;
            8'h07: psel_reg = 8'b1000_0000;
            default: psel_reg = 8'b0000_0000;
        endcase
    end
    wire write_en = psel && penable && pwrite;
    always @(posedge pclk or negedge preset_n) begin
        if (!preset_n) begin
            A <= 8'h00; B <= 8'h00; C <= 8'h00; D <= 8'h00;
            E <= 8'h00; F <= 8'h00; G <= 8'h00; H <= 8'h00;
        end else if (write_en) begin
            if (psel_reg[0]) A <= pwdata;
            if (psel_reg[1]) B <= pwdata;
            if (psel_reg[2]) C <= pwdata;
            if (psel_reg[3]) D <= pwdata;
            if (psel_reg[4]) E <= pwdata;
            if (psel_reg[5]) F <= pwdata;
            if (psel_reg[6]) G <= pwdata;
            if (psel_reg[7]) H <= pwdata;
        end
    end
    always @(*) begin
        case (paddr)
            8'h00:   prdata = A;
            8'h01:   prdata = B;
            8'h02:   prdata = C;
            8'h03:   prdata = D;
            8'h04:   prdata = E;
            8'h05:   prdata = F;
            8'h06:   prdata = G;
            8'h07:   prdata = H;
            default: prdata = 8'h00;
        endcase
    end
    always@(posedge pclk or negedge preset_n) begin
        if(!preset_n) begin
            pslverr <= 1'b0;
        end else if(psel && penable && (psel_reg == 8'b0)) begin
            pslverr <= 1'b1;
        end else begin
            pslverr <= 1'b0;
        end
    end
    always@(posedge pclk or negedge preset_n) begin
        if(!preset_n) begin
            pready <= 1'b0;
            count  <= 6'd0;
        end else begin
            if (psel && penable) begin
                if (count == 6'd2) begin
                    pready <= 1'b1;
                end else begin
                    count  <= count + 1;
                    pready <= 1'b0;
                end
            end else begin
                pready <= 1'b0;
                count  <= 6'd0;
            end
        end
    end
endmodule
$ cat ./run.sh
#!/bin/bash
# OpenROAD 26Q1-2900-gdf79404cd8, Yosys 0.63+post, stock flow scripts
make -C /OpenROAD-flow-scripts/flow DESIGN_CONFIG=/design/flow/config.mk WORK_HOME=/design/flow/orfs finish
==> results_dict.tcl <==
# implementation run metrics
set metrics [dict create \
    placed_area_sq_um 4530 \
    rows 30 \
    ios 95 \
    relSlewSlack_pct 44.2 \
    finalSetupViolCount 0 \
    yosys_warnings 1 \
    seqCellArea_sq_um 1800 \
    root_buffer "clkbuf_8" \
    cts.sinks 72 \
    overflow 0 \
    worstPathCellList "clkdlybuf4s50_1, nor4b_2, a22oi_1, o21ai_0, a22o_1, clkdlybuf4s50_1" \
    grt_max_degree 48 \
    synth.distinct_cells 40 \
    period_minus_slack_ps 4700 \
    synth_chip_area_sq_um 3490 \
    routed_wl_microns 8380 \
    cp.depth 6 \
    cp-start-kind "input pin" \
    die_w_microns 85.6 \
    mux_share_pct 26.7 \
    cp.required_ps 4240 \
    numCtsBuffers 9 \
    xor_share_pct 1.25 \
    dp_hpwl_microns 5780 \
    drc 0 \
    synth_cells 258 \
    hp-class "flip-flop to flip-flop" \
    drv_cap 0 \
    cts_resized 0 \
    cts_buffer_depth 2 \
    cts_tree "done" \
    ys_seq_share_pct 51.6 \
    mi_logic_area_sq_um 1620 \
    rsz0062_at_grt "no" \
    diodes 0 \
    power_frac_seq_pct 49.0 \
    cp.buffers_inverters 2 \
    critPathSlowestCell "nor4b_2" \
    ys_sh_adder_pct 0.717 \
    dieHeight_microns 85.6 \
    ant_nets 0 \
    ir_drop_uv 147 \
    worst-path-max-fanout 14 \
    p_sw_uw 246 \
    h-tree-depth 3 \
    drv_slew 0 \
    p_sw_share_pct 21.4 \
    syn_area_sq_um 3490 \
    grt_pass1_wl_microns 13200 \
    p_clk_share_pct 43.3 \
    cp.arrival_ps 3640 \
    antenna_found_initial 0 \
    power.density_nw_per_um2 242 \
    clk_pin_slew_worst_paths_ps 70 \
    grt_pass1_vias 2456 \
    critPathMostFrequentCell "clkdlybuf4s50_1" \
    layout-drive-gt1-share_pct 31.1 \
    dr_total_vias 2526 \
    fmax_ghz 0.213 \
    wl_per_cell_microns 18.9 \
    top_logic_kind "multiplexers" \
    setup_tns_ps 0 \
    die_area_sq_um 7320 \
    p_leak_uw 0.00216 \
    edf_count 0 \
    fin_crit_sh_pct 88.6 \
    ff2ff_path_depth 6 \
    finalHoldViolations 0 \
    ys_sh_simple_pct 11.8 \
    cp-end-kind "output pin" \
    crit_path_max_incr_delay_ps 850 \
    min_path_cells 1 \
    synthArstFlopShare_pct 100 \
    core_sq_um 6760 \
    synth-seq-cells 72 \
    syn_area_per_cell_sq_um 13.5 \
    skew_ps 5.82 \
    tool_warnings 27 \
    track_usage_pct 25.3 \
    post_cts_buffers 0 \
    flop_cell "dfrtp_1" \
    pwr-share-comb_pct 7.7 \
    portBuffers 94 \
    synth_stat.cells 258 \
    total_power_uw 1150 \
    internal_power_uw 906 \
    gp_congestion 0.813 \
    fp_util_pct 51.7 \
    postCtsHoldBufs 0 \
    area_delta_synth_final_pct 36.5 \
    outcome "complete, no violations" \
    dr.pass1.iters 4 \
    clk_latency_ps 340 \
    fillers 476 \
    post_synth_ao_oa_area_fraction_pct 5.99 \
    hold_ws_ps 533 \
    critPathKind "input pin to output pin" \
    path_delay_family "buffers and inverters" \
    vias_per_cell 5.70 \
    fin_area_sq_um 4770 \
    tightestPinTransition_ps 835 \
    drt_iter0_drc 143 \
]
sequential cells by signal (all words and copies together), names as in the netlist, 8 cells and up:
register and cells:
G 8, F 8, E 8, H 8, C 8, D 8
B 8, A 8
power groups by stage:
stage,sequential [uW],clock [uW],combinational (uW)
4_1_cts,564,509,90.0
5_1_grt,565,536,97.2
6_report,564,500,88.7
final cells by class:
| class | count | area share (%) |
|---|---|---|
| multi-input combinational | 171 | 34.1 |
| clock buffer | 14 | 3.62 |
| inverter | 1 | 0.0788 |
| clock inverter | 2 | 1.26 |
| tap | 80 | 2.10 |
| timing repair buffer | 103 | 21.1 |
| sequential | 72 | 37.8 |
synthesized netlist by cell type, types with 2 or more instances:
cell type / instances / area [sq um]
mux2_2: 78 / 878
dfrtp_1: 72 / 1800
nor2_1: 11 / 41.3
a211oi_1: 7 / 52.6
a22oi_1: 7 / 52.6
buf_2: 7 / 35.0
o21ai_0: 7 / 35.0
a22o_1: 6 / 52.6
and4b_1: 6 / 60.1
nor4b_1: 6 / 52.6
nand2_1: 5 / 18.8
clkbuf_1: 4 / 15.0
buf_1: 3 / 11.3
nand3_1: 3 / 15.0
nor3_1: 3 / 15.0
xnor2_1: 3 / 26.3
ha_1: 2 / 25.0
mux4_2: 2 / 45.0
nand2b_1: 2 / 12.5
nor4_1: 2 / 12.5
nor4_4: 2 / 42.5
xor2_1: 2 / 17.5
cells by family (layout without fill, tap and decap cells):
family                   count (synthesis)  in the layout
flip-flops                              72             72
XOR/XNOR                                 5              5
adder cells (fa/ha/maj)                  2              2
buffers and inverters                   15            120
AND-OR/OR-AND                           29             29
multiplexers                            81             81
AND/OR/NAND/NOR                         54             54
cells in the final DEF (no fill, tap or decap), types with 2 or more instances in the layout:
cell type,instances
clkdlybuf4s50_1,93
mux2_2,78
dfrtp_1,72
clkbuf_8,12
nor2_1,11
buf_4,9
o21ai_0,7
a22oi_1,7
a211oi_1,7
and4b_1,6
nor4b_1,6
a22o_1,6
nand2_1,5
nor3_1,3
nand3_1,3
xnor2_1,3
nor4_4,2
mux4_2,2
nand2b_1,2
xor2_1,2
nor4_1,2
ha_1,2
clkbuf_1,2
bufinv_16,2
worst register-to-register path, stage by stage, from the launching register on:
cell and delay (ps):
dfrtp_1 400, inv_1 100, ha_1 150, nand2b_1 60, nor4_1 450, xnor2_1 190
nor2_1 60
final timing paths:
kind | startpoint | end | slack, ps
worst max-delay path | paddr[1] | prdata[7] | 600
worst min-delay path | G[7] | G[7] | 530
worst max register to register | count[0] | count[0] | 3780
worst min register to register | G[7] | G[7] | 530
max in group asynchronous | preset_n | E[4] | 3580
min in group asynchronous | preset_n | count[5] | 710
metrics by stage:
stage               setup WS, ps  util (%)  cells
global route                 438      70.5    443
global placement             683      67.1    427
CTS                          608      70.5    443
floorplan                   1950         -    258
finish                       605      70.5    443
detailed placement           623      67.1    427
per-layer routing:
layer / GRT usage [%] / part of all wire, %
met1: 41.4 / 47
met2: 37.2 / 46
met3: 6.35 / 5.5
met4: 4.09 / 1.5
met5: 0 / 0
Power figures rest on the tool's default switching activity, not on a simulated workload.
